==> flow/design.v <==
`timescale 1us/100ns
module left_barrel_shifter(water, shift, wine);
  input [31:0] water, shift;  
  output [31:0] wine;  
  mux_32to1 m0 ({31'b0, water[0]}, wine[0], shift[4:0]);
  mux_32to1 m1 ({30'b0, water[0], water[1]}, wine[1], shift[4:0]);
  mux_32to1 m2 ({29'b0, water[0], water[1], water[2]}, wine[2], shift[4:0]);
  mux_32to1 m3 ({28'b0, water[0], water[1], water[2], water[3]}, wine[3], shift[4:0]);
  mux_32to1 m4 ({27'b0, water[0], water[1], water[2], water[3], water[4]}, wine[4], shift[4:0]);
  mux_32to1 m5 ({26'b0, water[0], water[1], water[2], water[3], water[4], water[5]}, wine[5], shift[4:0]);
  mux_32to1 m6 ({25'b0, water[0], water[1], water[2], water[3], water[4], water[5], water[6]}, wine[6], shift[4:0]);
  mux_32to1 m7 ({24'b0, water[0], water[1], water[2], water[3], water[4], water[5], water[6], water[7]}, wine[7], shift[4:0]);
  mux_32to1 m8 ({24'b0, water[0], water[1], water[2], water[3], water[4], water[5], water[6], water[7]}, wine[8], shift[4:0]);
  mux_32to1 m9 ({water[9],31'b0}, wine[9], shift[4:0]);
  mux_32to1 m10 ({water[10],31'b0}, wine[10], shift[4:0]);
  mux_32to1 m11 ({water[11],31'b0}, wine[11], shift[4:0]);
  mux_32to1 m12 ({water[12],31'b0}, wine[12], shift[4:0]);
  mux_32to1 m13 ({water[13],31'b0}, wine[13], shift[4:0]);
  mux_32to1 m14 ({water[14],31'b0}, wine[14], shift[4:0]);
  mux_32to1 m15 ({water[15],31'b0}, wine[15], shift[4:0]);
  mux_32to1 m16 ({water[16],31'b0}, wine[16], shift[4:0]);
  mux_32to1 m17 ({water[17],31'b0}, wine[17], shift[4:0]);
  mux_32to1 m18 ({water[18],31'b0}, wine[18], shift[4:0]);
  mux_32to1 m19 ({water[19],31'b0}, wine[19], shift[4:0]);
  mux_32to1 m20 ({water[20],31'b0}, wine[20], shift[4:0]);
  mux_32to1 m21 ({water[21],31'b0}, wine[21], shift[4:0]);
  mux_32to1 m22 (water, wine[22], shift[4:0]);
  mux_32to1 m23 (water, wine[23], shift[4:0]);
  mux_32to1 m24 (water, wine[24], shift[4:0]);
  mux_32to1 m25 (water, wine[25], shift[4:0]);
  mux_32to1 m26 (water, wine[26], shift[4:0]);
  mux_32to1 m27 (water, wine[27], shift[4:0]);
  mux_32to1 m28 (water, wine[28], shift[4:0]);
  mux_32to1 m29 (water, wine[29], shift[4:0]);
  mux_32to1 m30 (water, wine[30], shift[4:0]);
  mux_32to1 m31 (water, wine[31], shift[4:0]);
endmodule
`timescale 1us/100ns
module mux_32to1(in, out, switch);
  input [31:0] in; 
  input [4:0]switch;  
  output out;  
  reg tmp;  
  assign out = tmp;  
  always @ (*)
  begin
    case(switch)
      5'd0:
        tmp = in[0]; 
      5'd1:
        tmp = in[1];
      5'd2:
        tmp = in[2]; 
      5'd3:
        tmp = in[3];
      5'd4:
        tmp = in[4]; 
      5'd5:
        tmp = in[5];
      5'd6:
        tmp = in[6]; 
      5'd7:
        tmp = in[7];
      5'd8:
        tmp = in[8]; 
      5'd9:
        tmp = in[9];
      5'd10:
        tmp = in[10]; 
      5'd11:
        tmp = in[11];
      5'd12:
        tmp = in[12]; 
      5'd13:
        tmp = in[13];
      5'd14:
        tmp = in[14]; 
      5'd15:
        tmp = in[15];
      5'd16:
        tmp = in[16]; 
      5'd17:
        tmp = in[17];
      5'd18:
        tmp = in[18]; 
      5'd19:
        tmp = in[19];
      5'd20:
        tmp = in[20]; 
      5'd21:
        tmp = in[21];
      5'd22:
        tmp = in[22]; 
      5'd23:
        tmp = in[23];
      5'd24:
        tmp = in[24]; 
      5'd25:
        tmp = in[25];
      5'd26:
        tmp = in[26]; 
      5'd27:
        tmp = in[27];
      5'd28:
        tmp = in[28]; 
      5'd29:
        tmp = in[29];
      5'd30:
        tmp = in[30]; 
      5'd31:
        tmp = in[31];
      default: tmp = 0; 
    endcase
  end
endmodule
==> flow/run.sh <==
#!/bin/bash
# OpenROAD 26Q1-2900-gdf79404cd8, Yosys 0.63+post, stock flow scripts
make -C /OpenROAD-flow-scripts/flow DESIGN_CONFIG=/design/flow/config.mk WORK_HOME=/design/flow/orfs finish
==> flow/config.mk <==
export PLATFORM = sky130hd
export DESIGN_NAME = left_barrel_shifter
export DESIGN_NICKNAME = left_barrel_shifter
export VERILOG_FILES = /design/flow/design.v
export SDC_FILE = /design/flow/constraint.sdc
export NUM_CORES = 4
export LEC_CHECK = 1
export CORE_AREA = 10 10 87 87
export DIE_AREA = 0 0 97 97
==> flow/constraint.sdc <==
current_design left_barrel_shifter

set clk_period 3.0
set clk_io_pct 0.2

create_clock -name clk0 -period $clk_period

set non_clock_inputs [all_inputs -no_clocks]
set_input_delay [expr $clk_period * $clk_io_pct] -clock clk0 $non_clock_inputs
set_output_delay [expr $clk_period * $clk_io_pct] -clock clk0 [all_outputs]
==> results.yml <==
# yosys + openroad results
route:
  detail_route.first_pass.iterations: 4
  vias: 1187
  drc: 0
  wl_um: 3970
  post_drt_via_cell_ratio: 4.40
  first_iter_violations: 92
  wire_length_per_cell_um: 14.7
  antenna_cells: 0
  detail-route-antenna-nets: 0
worst_setup_path:
  path_buffers: 3
  crit_path_start_kind: "primary input"
  critical_path_required_ns: 2.40
  worst-endpoint-arrival_ns: 2.37
  slowest_delay_ns: 0.42
  critPathKind: "in2out"
  cpLargestDelayFamily: "AND-OR/OR-AND gates"
  timing.critical_path.slowest_stage_cell: "a2111o_1"
  crit_path_cell_trace: "dlygate4sd2_1 -> mux2_4 -> a221oi_2 -> nor4b_2 -> a2111o_1 -> o22a_2 -> buf_6 -> buf_2"
  timing.critical_path.to_type: "primary output"
  critical_path_peak_fanout: 3
timing:
  setup_violations: 0
  timing.max_slew.rel_slack: 0.750
  final_tns_setup_ns: 0
  tightest_slew_ns: 0.374
  unrepaired_setup_endpoints_after_global_routing: "yes"
  finalCritPeriodShare: 0.990
  tmin_final_ns: 2.97
  number_of_failing_hold_endpoints_at_the_final_stage: 0
  drv_slew: 0
  max_clk_rate_ghz: 0.337
die:
  floorplan.rows: 27
  core_area_mm2: 0.00564
  fp_util: 0.175
  die_width_um: 97
  die-area_mm2: 0.00941
  die_y_um: 97
  boundaryPins: 96
pwr:
  power.share.switching: 0.384
  power_density_mw_per_mm2: 130
  p_clk_frac: 0
  p_comb_frac: 1.000
  power.leakage_nw: 0.739
  switchingPower_mw: 0.0885
  max-vdd-ir-drop_v: 0.0000986
  p_int_mw: 0.142
  power_frac_seq: 0
  p_total_mw: 0.231
logic_synthesis:
  post_synth_most_frequent_cells: "buf_4 (33), and2_1 (13), nor2_1 (12), a21oi_1 (7), nand2_1 (6)"
  synth-cells-yosys: 140
  post-synth-top-area-cell: "buf_4"
  netlist_instances: 140
  postSynthSeqShare: 0
  post_synth_num_cell_types: 39
  top_cell: "buf_4"
  ys.warnings.count: 1
  netlist_top_cells_area: "buf_4 (25%), and2_1 (8.2%), mux4_2 (6.8%), mux2_2 (4.6%), nor2_1 (4.6%)"
  syn-cell-area_um2: 990
  synth_chip_area_um2: 990
  yosys.area.top_type_share: 0.250
  syn_avg_cell_area_um2: 7.07
run_status:
  outcome: "finished clean"
min_path:
  min_delay_worst_endpoint: "wine[31]"
  worst_hold_path.num_cells: 4
  worst_hold_path_type: "in2out"
  hold_start: "water[0]"
final_layout:
  layout.cells.non_filler: 270
  sequential_cell_area_um2: 0
  flops: 0
  drive_above_1_share: 0.348
  num-clock-buffers: 0
  utilization: 0.314
  area_delta_synth_final_pct: 78.8
run:
  tool_warnings: 60
  max_cap_viol_count: 0
placed_design:
  dp_hpwl_um: 3220
  placed_cells_incl_taps: 263
  io_buffers: 69
  place.gp.congestion: 0.837
grt:
  grt_remaining_overflow: 0
  vias_in_the_first_global_route: 1239
  grt_use_total: 0.0793
  grt_start_max_net_pins: 19
  grt_pass1_wl_um: 6460
  antenna_found_initial: 0
cts:
  quantity_of_hold_fixing_buffers_added_after_cts: 0
## through the flow
stage	cell area (um2)	worst slack (ns)	hold WS, ns
6_report	1770	0.0301	1.82
3_5_place_dp	1650	-0.640	2.15
4_1_cts	1720	0.0142	1.98
5_1_grt	1770	-0.0668	1.88
3_3_place_gp	1650	-0.624	2.15
2_1_floorplan	990	0.366	1.38
## how the worst max path moves through the flow
stage / from / to / slack, ns / cells after the start
finish: water[17] / wine[26] / 0.03 / 8
CTS: water[28] / wine[30] / 0.01 / 8
global route: water[3] / wine[8] / -0.07 / 7
## power by group through the flow
stage / Sequential [mW] / Clock, mW / Combinational, mW
after CTS: 0 / 0 / 0.226
after global routing: 0 / 0 / 0.253
final: 0 / 0 / 0.231
## cell usage in the layout, fill, tap and decap left out, types with 2 or more instances in the layout
cell type,n
nor2_1,11
nand4_1,3
mux4_2,3
a21oi_1,4
nor2_2,2
clkdlybuf4s15_1,4
buf_4,20
and2_1,13
nand3b_1,3
a31oi_1,3
mux2i_1,3
mux2_2,2
dlygate4sd2_1,14
mux2_4,3
a21oi_2,2
clkdlybuf4s50_1,38
o21ai_1,3
buf_6,8
dlymetal6s2s_1,2
a211oi_1,2
nand2_1,5
and3_1,5
a22oi_1,2
and4_1,2
buf_2,10
## routing by layer
layer	vias up	global-route usage	routed length [um]
met5	-	0	0
met4	0	0	0
met3	0	0.0193	252
met2	37	0.138	1950
met1	551	0.102	1770
li1	599	-	-
## area by class of cell
cell class,instances,area [um2]
Tap cell,72,90.1
Timing Repair Buffer,98,885
Multi-Input combinational cell,97,782
Fill cell,593,3870
Inverter,3,12.5
## cell families (layout without fill, tap and decap cells)
kind of cell	Yosys count	count (layout)	share of synthesized area
buf+inv	44	101	0.311
compound gates	29	30	0.202
mux	11	11	0.159
simple gates	56	56	0.327
## timing repair
action / in CTS / in global routing
gates resized: 80 / 14
pin swaps: 11 / 8
gates cloned: 1 / 0
setup endpoints to repair: 32 / 18
buffers inserted: 6 / 0
Power figures rest on the tool's default switching activity, not on a simulated workload.
