==> flow/design.v <==
`timescale 1us/100ns
module counter(clk, reset, count);
input clk, reset;
output [31:0]count;
reg [31:0]tmp;
assign count = tmp; 
always @(posedge clk)
  if (!reset)
    tmp = tmp + 1;
  else
    tmp = 0;
endmodule
==> flow/run.sh <==
#!/bin/bash
# OpenROAD 26Q1-2900-gdf79404cd8, Yosys 0.63+post, stock flow scripts
make -C /OpenROAD-flow-scripts/flow DESIGN_CONFIG=/design/flow/config.mk WORK_HOME=/design/flow/orfs finish
==> flow/config.mk <==
export PLATFORM = sky130hd
export DESIGN_NAME = counter
export DESIGN_NICKNAME = counter
export VERILOG_FILES = /design/flow/design.v
export SDC_FILE = /design/flow/constraint.sdc
export NUM_CORES = 4
export LEC_CHECK = 1
export CORE_AREA = 10 10 103 103
export DIE_AREA = 0 0 113 113
==> flow/constraint.sdc <==
current_design counter

set clk_period 3.9
set clk_io_pct 0.2

create_clock -name clk0 -period $clk_period [get_ports {clk}]

set non_clock_inputs [all_inputs -no_clocks]
set_input_delay [expr $clk_period * $clk_io_pct] -clock clk0 $non_clock_inputs
set_output_delay [expr $clk_period * $clk_io_pct] -clock clk0 [all_outputs]
==> ci_impl_report.md <==
### Flow metrics

| Metric | Value |
|---|---|
| Overflow after GRT | `0` |
| R2r endpoint | `tmp[31]$_SDFF_PP0_` |
| Vias/cell | `4.33` |
| Fin Setup TNS | `0 ns` |
| Registers, synthesis | `32` |
| Peak Freq | `0.435 GHz` |
| Placeable Area | `8300 um^2` |
| OpenROAD warnings | `25` |
| Final Max Tran Viols | `0` |
| Final instance area | `1990 um^2` |
| Synth Instances | `168` |
| Cell Pwr Density | `310 nW/um^2` |
| DRT Pass-1 Iters | `4` |
| WS Path Type | `reg2reg` |
| Worst Setup End Kind | `flip-flop` |
| WP data arrival | `2.46 ns` |
| Cell taking the most area after synthesis | `dfxtp_1` |
| Post-DP HPWL | `2.76 mm` |
| Yosys stat cell total | `168` |
| Top cells by area | `dfxtp_1, or4_1, a21oi_1, o31ai_1, nor2_1` |
| Max reg flops | `32` |
| Final cell count without fillers | `306` |
| Antenna fix cells | `0` |
| Reg2reg start | `tmp[2]$_SDFF_PP0_` |
| Hold Path Depth | `1` |
| Root Driver | `clkbuf_8` |
| Run status | `finished, final reports clean` |
| Most common reg cell | `dfxtp_1` |
| CP Launch Type | `flip-flop` |
| CP max stage cell | `or4_1` |
| Initial core utilization | `17.8%` |
| CTS Buf Count | `5` |
| Clock Sinks | `32` |
| Worst-path clk slew | `0.07 ns` |
| Max VDD drop | `0.120 mV` |
| Maximum Capacitance Violations | `0` |
| Post-CTS resize count | `0` |
| Via Count | `1,326` |
| Tcrit/Tclk final | `59.0%` |
| Clock tree buffer depth | `2` |
| ANT nets after route | `0` |
| Port buffer count | `33` |
| Synth async-reset ratio | `0%` |
| Largest stage delay on the critical path | `0.77 ns` |
| Max H-tree Level | `2` |
| Insertion Delay late pin | `0.28 ns` |
| Synthesized area | `1480 um^2` |
| Final Skew | `0.00847 ns` |
| RSZ-0062 raised after global routing | `no` |
| GRT Total Usage | `6.00%` |
| Yosys warning count | `1` |
| Die area | `12,800 um^2` |
| P_leak | `0.571 nW` |
| Final hold violation count | `0` |
| Top-level I/O count | `34` |
| Post-synth EDFFs | `0` |
| Largest net degree at the start of global routing | `24` |
| Post-CTS Setup Bufs | `0` |
| Placed Area | `1890 um^2` |
| WHS | `0.492 ns` |
| Synth top area share | `43.4%` |
| Endpoints failing setup | `0` |
| Crit Path Max Fanout | `19` |
| Filler Cells Inserted | `896` |
| DIE HEIGHT | `113 um` |
| Minimum clock period | `2.30 ns` |
| Place WS | `1.58 ns` |
| Slew margin rel. | `44.3%` |
| Worst slew pin tran | `0.832 ns` |
| Vias in the first global route | `1,286` |
| DR DRC count | `0` |
| Drt total wl | `3.73 mm` |
| Layout area overhead | `34.9%` |
| Post-synth cell types | `29` |
| First-pass GRT wire length | `6.62 mm` |
| Row Count | `33` |
| DR iter-0 viols | `74` |
| Die X | `113 um` |
| CTS tree | `done` |
| GPL Wtd Cong | `0.775` |
| Min-Delay Endpoint | `tmp[0]$_SDFF_PP0_` |
| Worst setup margin | `1.60 ns` |
| Hold crit path type | `reg2reg` |
| Initial antenna violation count | `0` |
| Wire per inst | `12.2 um` |
| CTS Hold Bufs | `0` |
| Mean Syn Cell Area | `8.78 um^2` |
| Cells after DPL | `298` |
| Layout cells sized above 1 | `7.46%` |
| CP Data Required Time | `4.06 ns` |
| Crit path cell chain | `nand3_2 > or4_1 > nor4_1 > mux2_2` |
| R2R setup slack | `1.60 ns` |
| Worst Min Path Start | `tmp[0]$_SDFF_PP0_` |
| Area reported by Yosys stat | `1480 um^2` |
| Worst R2R Path Depth | `4` |
| Seq/Total Area, Yosys | `43.4%` |
## power breakdown
| part | internal, mW | switching (mW) | total [mW] |
|---|---|---|---|
| registers | 0.329 | 0.00358 | 0.333 |
| clock network | 0.143 | 0.124 | 0.267 |
| logic | 0.00857 | 0.00877 | 0.0173 |
## logic make-up (layout without fill, tap and decap cells)
| kind of cell | after synthesis | in the layout | share of synthesized area (%) |
|---|---|---|---|
| AND-OR/OR-AND | 34 | 34 | 13.4 |
| XOR/XNOR | 9 | 9 | 5.34 |
| adder cells (fa/ha/maj) | 1 | 1 | 0.848 |
| buffers and inverters | 14 | 47 | 4.83 |
| flip-flops | 32 | 32 | 43.4 |
| multiplexers | 4 | 4 | 3.05 |
| AND/OR/NAND/NOR | 74 | 74 | 29.1 |
## area by class of cell
class | instances | area, um^2 | area share (%)
multi-input cells | 122 | 763 | 38.4
clock inverters | 2 | 15.0 | 0.755
repair buffers | 34 | 338 | 17.0
flip-flops and latches | 32 | 641 | 32.2
inverters | 5 | 18.8 | 0.943
well taps | 105 | 131 | 6.60
clock buffers | 6 | 82.6 | 4.15
## per-stage QoR
stage          power, mW  utilization, %
4_1_cts            0.630            24.0
6_report           0.617            24.0
5_1_grt            0.648            24.0
3_5_place_dp       0.358            22.8
3_3_place_gp       0.358            22.8
2_1_floorplan      0.349               -
## layout by cell type, fill, tap and decap left out, types with 3 or more instances in the layout
cell and n:
a21oi_1 17, mux2_2 3, or3_1 6, nand4_1 5, nand3_1 8, xor2_1 4, o31ai_1 11, clkbuf_8 6
dfxtp_1 32, or4_1 12, o21ai_0 6, clkdlybuf4s50_1 33, inv_1 5, nor4_1 3, nand2_1 11, nor2b_1 5
nor2_1 14, xnor2_1 5
## worst max-delay path, delay by kind of cell, from the launching register on
family,cells,cell delay (ns)
multiplexers,1,0.37
AND/OR/NAND/NOR,3,1.35
flip-flops,1,0.45
## cells in the mapped netlist, drive strengths merged (2+ instances only)
cell and instances:
a21oi 17, and4 3, buf 5, clkbuf 4, dfxtp 32, inv 5, mux2 4, nand2 11
nand3 9, nand4 5, nor2 14, nor2b 5, nor3 2, nor4 3, o21ai 6, o31ai 11
or3 6, or4 13, xnor2 5, xor2 4
## layer usage
metal  track usage (%)  wire length, um
met1              7.91             1650
met2              9.45             1790
met3              2.24              275
met4             0.677               14
met5                 0                0
## how the worst max path moves through the flow
stage,depth (start not counted),slack [ns],startpoint,to
5_1_grt,4,1.45,tmp[5]$_SDFF_PP0_,tmp[31]$_SDFF_PP0_
6_report,4,1.60,tmp[2]$_SDFF_PP0_,tmp[31]$_SDFF_PP0_
4_1_cts,4,1.59,tmp[2]$_SDFF_PP0_,tmp[31]$_SDFF_PP0_
Power is estimated from default activity; no workload was simulated.
